**flow/design.v**
```verilog
module registerFile (rst,readAddress1, readAddress2, writeAddress, writeData,
WE, dataOut1, dataOut2, clock,testdata1,testdata2,testdata3,testdata4);
    input rst;
    input [4:0] readAddress1, readAddress2, writeAddress;
    input [31:0] writeData;
    input WE, clock;
    output [31:0] dataOut1, dataOut2;
    output [31:0] testdata1;
    output [31:0] testdata2;
    output [31:0] testdata3;
    output [31:0] testdata4;
    reg [31:0] RF [31:0];
    assign dataOut1= RF[readAddress1];
    assign dataOut2= RF[readAddress2];
    assign testdata1=RF[9];
    assign testdata2=RF[10];
    assign testdata3=RF[writeAddress];
    assign testdata3=RF[12];
    integer i;
    always @(negedge clock or posedge rst) begin
        if (rst) begin
            for (i = 0; i < 32; i = i + 1)
                RF[i] <= 32'b0;
        end
        else if (WE && writeAddress != 0) begin
            RF[writeAddress] = writeData;
        end
    end
endmodule
```
**flow/run.sh**
```bash
#!/bin/bash
# OpenROAD 26Q1-2900-gdf79404cd8, Yosys 0.63+post, stock flow scripts
make -C /OpenROAD-flow-scripts/flow DESIGN_CONFIG=/design/flow/config.mk WORK_HOME=/design/flow/orfs finish
```
**flow/config.mk**
```make
export PLATFORM = sky130hd
export DESIGN_NAME = registerFile
export DESIGN_NICKNAME = registerFile
export VERILOG_FILES = /design/flow/design.v
export SDC_FILE = /design/flow/constraint.sdc
export NUM_CORES = 4
export LEC_CHECK = 1
export CORE_UTILIZATION = 50
```
**flow/constraint.sdc**
```tcl
current_design registerFile

set clk_period 6.9
set clk_io_pct 0.2

create_clock -name clk0 -period $clk_period [get_ports {clock}]

set non_clock_inputs [all_inputs -no_clocks]
set_input_delay [expr $clk_period * $clk_io_pct] -clock clk0 $non_clock_inputs
set_output_delay [expr $clk_period * $clk_io_pct] -clock clk0 [all_outputs]
```
==> results.toml <==
# yosys + openroad results
[synthesis]
ys_cells = 5519
yosysChipArea_um2 = 58800
ys_warn_count = 2
synth_flop_count = 1056
synth.distinct_cells = 87
synthArstFlopShare = 0.970
synth-main-ff-cell = "dfrtn_1"
synth-edff-count = 0

[status]
error = "ERROR: Found 32 problems in 'check -assert'."
status = "did not finish"
lastStage = "1_2_yosys"
cell usage after synthesis (41+ instances only):
master,n,share of area
a22oi_1,1124,0.14
dfrtn_1,1024,0.44
mux2_2,997,0.19
nand2_1,319,0.020
buf_2,263,0.022
clkbuf_1,244,0.016
nor2_1,234,0.015
nand4_1,165,0.018
and3_1,131,0.014
nand3_1,125,0.011
a21oi_1,102,0.0087
nor3_1,86,0.0073
buf_4,77,0.0098
nor4_1,67,0.0071
a222oi_1,41,0.0070
kinds of logic after synthesis:
family | after synthesis | synth area share
buffers and inverters | 621 | 0.0510
latches | 32 | 0.00818
AND/OR/NAND/NOR | 1280 | 0.112
multiplexers | 1050 | 0.201
other | 1 | 0.0000638
XOR/XNOR | 2 | 0.000426
flip-flops | 1024 | 0.436
AND-OR/OR-AND | 1509 | 0.192
