===== /design/flow/run.sh =====
#!/bin/bash
# OpenROAD 26Q1-2900-gdf79404cd8, Yosys 0.63+post, stock flow scripts
make -C /OpenROAD-flow-scripts/flow DESIGN_CONFIG=/design/flow/config.mk WORK_HOME=/design/flow/orfs finish

===== /design/flow/config.mk =====
export PLATFORM = sky130hd
export DESIGN_NAME = MUXDataToRegester
export DESIGN_NICKNAME = MUXDataToRegester
export VERILOG_FILES = /design/flow/design.v
export SDC_FILE = /design/flow/constraint.sdc
export NUM_CORES = 4
export LEC_CHECK = 1
export CORE_AREA = 10 10 77 77
export DIE_AREA = 0 0 87 87

===== /design/flow/constraint.sdc =====
current_design MUXDataToRegester

set clk_period 2.4
set clk_io_pct 0.2

create_clock -name clk0 -period $clk_period

set non_clock_inputs [all_inputs -no_clocks]
set_input_delay [expr $clk_period * $clk_io_pct] -clock clk0 $non_clock_inputs
set_output_delay [expr $clk_period * $clk_io_pct] -clock clk0 [all_outputs]

===== /design/flow/design.v =====
module MUXDataToRegester(memToReg,regDst,readDATA,PC_plus_four,ALU_result,writedata);
    input memToReg;
    input [1:0]regDst;
    input [31:0]readDATA;
    input [31:0]PC_plus_four;
    input [31:0]ALU_result;
    output reg [31:0]writedata;
    always@(*) begin
        if(regDst==2'b10) begin
            writedata<=PC_plus_four;
        end
        else begin
            if(memToReg) begin
                writedata<=readDATA;
            end 
            else begin
                writedata<=ALU_result;
            end       
        end    
    end
endmodule

==> reports/summary.log <==
qor: timing.post-route-min-period 2.38 ns
qor: drt.wire_per_inst 17.7 µm
qor: drt.post-route-drc-count 0
qor: die.die_w 87 µm
qor: synthesis.netlist_area 1050 µm²
qor: timing.tightest_slew 0.158 ns
qor: timing.slew_headroom 89.5%
qor: place.io_buffer_count 131
qor: critical_path.crit_arrival 1.90 ns
qor: cells_and_area.num-clock-buffers 0
qor: grt.grt_pass1_wl 7180 µm
qor: drt.dr.pass1.iters 2
qor: drt.vias_after_detailed_routing 1088
qor: die.die-area 7570 µm²
qor: timing.hold-worst-slack 1.52 ns
qor: synthesis.ys.warnings.count 1
qor: timing.slew_violations 0
qor: critical_path.crit_required 1.92 ns
qor: die.ioPinCount 131
qor: place.globalplace.congestion 0.798
qor: die.coreArea 4350 µm²
qor: power_and_ir_drop.netSwitchingFraction 20.6%
qor: synthesis.fraction_of_the_yosys_area_taken_by_sequential_cells 0%
qor: job.warnings 34
qor: drt.antenna_cells_inserted 0
qor: drt.viasPerCell 4.18
qor: power_and_ir_drop.clkPwrFrac 0%
qor: timing.finalHoldViolations 0
qor: synthesis.synth-cells-yosys 73
qor: timing.rsz0062_at_grt true
qor: timing.max_freq 420 MHz
qor: critical_path.path_max_fanout 11
qor: die.fp-utilization 24.1%
qor: power_and_ir_drop.internal_power 0.000350 W
qor: grt.gr_ovfl_total 0
qor: critical_path.critPathLaunchType input port
qor: power_and_ir_drop.report.power.total 0.000441 W
qor: cells_and_area.drive_above_1_share 38.0%
qor: cells_and_area.flops 0
qor: power_and_ir_drop.total_switching_power 0.0000908 W
qor: grt.grt_max_degree 17
qor: cells_and_area.regArea 0 µm²
qor: drt.drt-total-wl 4610 µm
qor: power_and_ir_drop.vdd_ir_drop_max 0.0773 mV
qor: cells_and_area.layout.cells.most_common sky130_fd_sc_hd__clkdlybuf4s50_1
qor: status.outcome finished clean
qor: power_and_ir_drop.power-per-cell-area 178 nW/µm²
qor: worst_hold_path.hold-path-cell-count 4
qor: timing.report.final.setup_viol 0
qor: power_and_ir_drop.pwr-share-seq 0%
qor: clock_tree.cts-hold-fix-buffers 0
qor: drt.drt_iter0_drc 5
qor: synthesis.ys_area 1050 µm²
qor: power_and_ir_drop.cellLeakagePower 1.22 nW
qor: power_and_ir_drop.power.combinational.fraction 100.0%
qor: critical_path.kind_of_end_point_of_the_critical_path primary output
qor: critical_path.timing.setup.critical_path_class input port to primary output
qor: cells_and_area.layout.cells.most_common_list sky130_fd_sc_hd__clkdlybuf4s50_1, sky130_fd_sc_hd__mux2_4, sky130_fd_sc_hd__dlygate4sd2_1
qor: grt.grt_pass1_vias 1297
qor: grt.grt_antenna_before_repair 0
qor: timing.fin_tns_setup 0 ns
qor: worst_hold_path.holdCritPathClass input port to primary output
qor: synthesis.synth_cell_type_count 7
qor: synthesis.synth.avg_cell_area 14.4 µm²
qor: drt.postRouteAntennaNets 0
qor: die.placementRows 24
qor: grt.global_route.usage.total 11.7%
qor: job.timing.max_cap.violations 0
qor: cells_and_area.area_growth_syn_to_layout 136%
qor: place.dpl.hpwl 4180 µm
qor: timing.layout_worst_path_cycle_share 99.3%
qor: synthesis.postSynthCellCount 73
qor: die.die_y_size 87 µm
stage by stage:
stage          std cells  worst slack [ns]  utilization [%]  cell area [µm²]
3_3_place_gp         255            -0.154             55.8             2430
6_report             260            0.0172             56.8             2470
2_1_floorplan         73             0.658                -             1050
5_1_grt              260           -0.0371             56.8             2470
3_5_place_dp         255            -0.154             55.8             2430
4_1_cts              255           -0.0936             55.1             2400
final cells by class:
| class | instances | area [µm²] |
|---|---|---|
| well taps | 52 | 65.1 |
| multi-input cells | 65 | 960 |
| repair buffers | 143 | 1450 |
| fillers | 379 | 1880 |
critical path, cell delays in order:
cell	delay, ns
sky130_fd_sc_hd__clkdlybuf4s50_1	0.46
sky130_fd_sc_hd__nand2b_4	0.17
sky130_fd_sc_hd__buf_6	0.11
sky130_fd_sc_hd__buf_12	0.14
sky130_fd_sc_hd__mux2_4	0.30
sky130_fd_sc_hd__dlygate4sd2_1	0.25
routing by layer:
metal	vias to the layer above	part of all wire, %	global-route usage (%)	routed length, µm
li1	545	-	-	-
met3	0	14	6.32	629
met5	-	0	0	0
met2	67	50	21.1	2330
met1	476	36	12.5	1650
met4	0	0	0	0
kinds of logic after synthesis:
group,after synthesis,share of synthesized area (%)
buffers and inverters,8,9.30
AND/OR/NAND/NOR,1,0.596
multiplexers,64,90.1
path summary, 6_finish.rpt:
path	start	slack, ns	to
max	regDst[0]	0.02	writedata[16]
min	memToReg	1.52	writedata[31]
what timing repair did:
item / in CTS / in global routing
endpoints found under the hold margin: 0 / 0
buffers inserted: 0 / 5
gates cloned: 0 / 0
endpoints found under the setup margin: 32 / 7
resized: 27 / 21
cell usage after synthesis:
library cell / instances / area share (%)
sky130_fd_sc_hd__mux2_2: 4 / 4.3
sky130_fd_sc_hd__buf_12: 3 / 5.7
sky130_fd_sc_hd__buf_6: 1 / 1.1
sky130_fd_sc_hd__clkbuf_1: 1 / 0.36
sky130_fd_sc_hd__nand2b_1: 1 / 0.60
sky130_fd_sc_hd__mux2_4: 60 / 86
sky130_fd_sc_hd__buf_4: 3 / 2.1
power groups by stage:
stage	clock [W]	combinational, W	sequential [W]
4_1_cts	0	0.000442	0
5_1_grt	0	0.000473	0
6_report	0	0.000441	0
Power figures rest on the tool's default switching activity, not on a simulated workload.
